==> ./design.v <==
`timescale 1ns/1ns
`default_nettype none
module watchdog_apb (
    input  wire        PCLK,
    input  wire        PRESETn,
    input  wire        PSEL,
    input  wire        PENABLE,
    input  wire        PWRITE,
    input  wire [7:0]  PADDR,
    input  wire [31:0] PWDATA,
    output reg  [31:0] PRDATA,
    output wire        PREADY,
    output wire        PSLVERR,
    input  wire        WDOGCLK,
    output wire        WDOGINT
);
    assign PREADY  = 1'b1;
    assign PSLVERR = 1'b0;
    reg        en;
    reg        tmr_en;
    reg        one_shot;
    reg [3:0]  clk_src;
    reg [31:0] period;
    reg        kick_pulse;
    always @(posedge PCLK or negedge PRESETn)
        if (!PRESETn) begin
            en         <= 1'b0;
            tmr_en     <= 1'b0;
            one_shot   <= 1'b0;
            clk_src    <= 4'd0;
            period     <= 32'd100;
            kick_pulse <= 1'b0;
        end else begin
            kick_pulse <= 1'b0;  
            if (PSEL && PENABLE && PWRITE) begin
                case (PADDR)
                    8'h00: begin
                        en       <= PWDATA[0];
                        tmr_en   <= PWDATA[1];
                        one_shot <= PWDATA[2];
                    end
                    8'h04: clk_src <= PWDATA[3:0];
                    8'h08: period  <= PWDATA;
                    8'h14: kick_pulse <= 1'b1;  
                    default: ;
                endcase
            end
        end
    wire [31:0] tmr;
    wire        to_flag;
    watchdog_core u_wdog (
        .clk      (WDOGCLK),
        .rst_n    (PRESETn),
        .en       (en),
        .tmr_en   (tmr_en),
        .one_shot (one_shot),
        .kick     (kick_pulse),
        .clk_src  (clk_src),
        .period   (period),
        .tmr      (tmr),
        .to_flag  (to_flag)
    );
    assign WDOGINT = to_flag;
    always @(*) begin
        PRDATA = 32'b0;
        if (PSEL && !PWRITE) begin
            case (PADDR)
                8'h00: PRDATA = {29'b0, one_shot, tmr_en, en};
                8'h04: PRDATA = {28'b0, clk_src};
                8'h08: PRDATA = period;
                8'h0C: PRDATA = tmr;
                8'h10: PRDATA = {31'b0, to_flag};
                default: PRDATA = 32'b0;
            endcase
        end
    end
endmodule
`default_nettype wire
`timescale 1ns/1ns
`default_nettype none
module watchdog_core (
    input  wire        clk,         
    input  wire        rst_n,       
    input  wire        en,          
    input  wire        tmr_en,      
    input  wire        one_shot,    
    input  wire        kick,        
    input  wire [3:0]  clk_src,     
    input  wire [31:0] period,      
    output reg  [31:0] tmr,         
    output wire        to_flag      
);
    assign to_flag = (tmr == 32'b0);
    reg [7:0] pre;
    always @(posedge clk or negedge rst_n)
        if (!rst_n)
            pre <= 8'd0;
        else if (en)
            pre <= pre + 1'b1;
    wire tmr_clk_src;
    assign tmr_clk_src =
        (clk_src[3] == 1'b0) ? pre[clk_src[2:0]] :
        (clk_src == 4'd8)    ? 1'b1 :
                               1'b0;
    reg tmr_clk_src_d;
    always @(posedge clk or negedge rst_n)
        if (!rst_n)
            tmr_clk_src_d <= 1'b0;
        else
            tmr_clk_src_d <= tmr_clk_src;
    wire tmr_clk = ~tmr_clk_src_d & tmr_clk_src;
    reg stop;
    always @(posedge clk or negedge rst_n)
        if (!rst_n)
            stop <= 1'b0;
        else if (!tmr_en)
            stop <= 1'b0;
        else if (to_flag && one_shot)
            stop <= 1'b1;
    always @(posedge clk or negedge rst_n)
        if (!rst_n)
            tmr <= 32'b0;
        else if (!tmr_en)
            tmr <= period;         
        else if (kick)
            tmr <= period;         
        else if (to_flag)
            tmr <= period;         
        else if (!stop && tmr_clk)
            tmr <= tmr - 1'b1;
endmodule
`default_nettype wire
==> ./run.sh <==
#!/bin/bash
# OpenROAD 26Q1-2900-gdf79404cd8, Yosys 0.63+post, stock flow scripts
make -C /OpenROAD-flow-scripts/flow DESIGN_CONFIG=/design/flow/config.mk WORK_HOME=/design/flow/orfs finish
==> ./config.mk <==
export PLATFORM = sky130hd
export DESIGN_NAME = watchdog_apb
export DESIGN_NICKNAME = watchdog_apb
export VERILOG_FILES = /design/flow/design.v
export SDC_FILE = /design/flow/constraint.sdc
export NUM_CORES = 4
export LEC_CHECK = 1
export CORE_UTILIZATION = 50
==> ./constraint.sdc <==
current_design watchdog_apb

set clk_period 11.5
set clk_io_pct 0.2

create_clock -name clk0 -period $clk_period [get_ports {PCLK}]
create_clock -name clk1 -period $clk_period [get_ports {WDOGCLK}]

set non_clock_inputs [all_inputs -no_clocks]
set_input_delay [expr $clk_period * $clk_io_pct] -clock clk0 $non_clock_inputs
set_output_delay [expr $clk_period * $clk_io_pct] -clock clk0 [all_outputs]
==> run notes <==
fresh numbers from the pnr run: crit-path cells clkdlybuf4s50_1, or4_1, nor3_1, and3_1, buf_4, a22oi_1, nor2_1, clkdlybuf4s50_1, port buffer count 77, Critical Path Sink Type primary output, status finished clean, Core Area 8760 µm², vias in the first global route 3661, pwr/cell area 119 nW/µm², post-CTS setup buffer count 0, wire length per cell 17.4 µm, asr flop ratio synth 1.00, Post-synth regs 82, clk slew on worst S/H paths 0.08 ns, worst path required time 9.20 ns, RePlAce Congestion 0.863, Area growth syn-to-layout 21.4%, synth unique cells 48, final core utilization 0.632, # setup viols final 0, worst hold path type reg2reg, clk_skew 0.0114 ns, Chip Area 9510 µm², Worst Hold Depth 1, Commonest Layout Cell dfrtp_1, first-pass GRT wire length 18300 µm, fraction of layout cells with a size suffix above 1 0.128, Log Warnings 28, router iterations before antenna repair 4, Crit Path Class in2out, gr usage total 0.246, Post-synth EDFFs 0, Syn Std Cell Area 4560 µm², via count 3864, pin count of the biggest net entering global routing 66, initial detailed-routing violation count 179, Max Cap Viol 0, I/O pin count 81, setup TNS 0 ns, drt drc 0, die width 97.5 µm, most frequent cells in the layout dfrtp_1, clkdlybuf4s50_1, nor2_1, a31oi_1, a22oi_1, Peak VDD IR 0.0970 mV, final worst slack 3.72 ns, final wirelength 11000 µm, Pleak 0.00234 µW, DIE HEIGHT 97.5 µm, CP arrival 5.48 ns, initial antenna violation count 0, crit path max-delay cell type and3_1, Routed Antenna Nets 0, CP dominant cell by count clkdlybuf4s50_1, Floorplan Utilization 0.520, Worst Path Max Fanout 16, Antenna Cells 0, Post-Syn Instances 460, Final Max Slew Viols 0, YS chip area 4560 µm², hold_buf cts 0, Worst-Margin Slew 0.914 ns, pre-CTS setup slack 3.75 ns, final hold violation count 0, yosys warns 2, HPWL after detailed placement 7320 µm, Rel. slew slack 0.385, yosys cell count 460, # rows 34, CTS tree done, GRT Residual Overflow 0, CP Launch Type primary input, Fillers 738, worst reg2reg path depth 6, Seq share, synth 0.451, Max stage delay on crit path 0.66 ns, Gates resized, CTS repair 0, Synth Flop Type dfrtp_1, syn avg cell area 9.91 µm², Via density 6.10, RSZ-0062 raised after global routing false, Sink Count 82
==> critical path: cells and delay by family <==
| family | cells | cell delay [ns] |
|---|---|---|
| AND-OR/OR-AND | 1 | 0.12 |
| AND/OR/NAND/NOR | 4 | 1.87 |
| buffers and inverters | 3 | 1.19 |
==> sequential cells by signal (all words and copies together) (netlist names) <==
signal	count
one_shot	1
en	1
u_wdog.stop	1
kick_pulse	1
u_wdog.tmr_clk_src_d	1
u_wdog.tmr	32
u_wdog.pre	8
clk_src	4
tmr_en	1
period	32
==> final timing paths <==
path                       slack (ns)           from             end
setup / recovery                 3.72       PADDR[1]       PRDATA[2]
hold / removal                   0.49  u_wdog.pre[5]   u_wdog.pre[5]
setup reg to reg                 8.60  u_wdog.tmr[4]  u_wdog.tmr[29]
hold reg to reg                  0.49  u_wdog.pre[5]   u_wdog.pre[5]
max in group asynchronous        8.54        PRESETn      clk_src[3]
max in group clk1                8.60  u_wdog.tmr[4]  u_wdog.tmr[29]
min in group clk0                0.52      period[1]       period[1]
min in group asynchronous        1.93        PRESETn      period[27]
==> layer usage <==
layer	share of wire	track usage	routed length [µm]
met1	0.48	0.392	5270
met2	0.45	0.374	4950
met3	0.054	0.0549	594
met4	0.015	0.0339	167
met5	0	0	0
==> synth_stat cells (4+ instances only) <==
| cell | number | area [µm²] |
|---|---|---|
| dfrtp_1 | 79 | 1980 |
| nor2b_1 | 6 | 37.5 |
| nand3_1 | 6 | 30.0 |
| nand2_1 | 13 | 48.8 |
| a22oi_1 | 31 | 233 |
| xnor2_1 | 6 | 52.6 |
| a31oi_1 | 32 | 200 |
| mux2_2 | 29 | 327 |
| or3_1 | 16 | 100 |
| buf_2 | 4 | 20.0 |
| or4_1 | 25 | 188 |
| clkbuf_1 | 26 | 97.6 |
| nor4_1 | 6 | 37.5 |
| o21ai_0 | 14 | 70.1 |
| nor2_1 | 71 | 267 |
| nor3_1 | 4 | 20.0 |
| nand4_1 | 4 | 25.0 |
| mux2_1 | 13 | 146 |
| o31ai_1 | 19 | 143 |
==> stage by stage <==
step	total power, µW	instance area, µm²	std cells	hold slack, ns
final	658	5540	633	0.490
after global routing	695	5540	633	0.489
after CTS	664	5540	633	0.484
after detailed placement	473	5380	618	0.470
after global placement	471	5380	618	0.459
after floorplan	422	4560	460	0.441
==> area by class of cell <==
cell class / count / area [µm²] / share of cell area
clock inverters: 1 / 5.00 / 0.000904
inverters: 3 / 11.3 / 0.00203
multi-input cells: 341 / 2360 / 0.426
repair buffers: 84 / 821 / 0.148
flip-flops and latches: 82 / 2060 / 0.371
clock buffers: 14 / 153 / 0.0276
well taps: 108 / 135 / 0.0244
==> cell families after synthesis <==
kind of cell | after synthesis | synth area share
compound gates | 104 | 0.156
other cells | 2 | 0.00165
xor+xnor | 7 | 0.0134
flops | 82 | 0.451
buf+inv | 37 | 0.0332
simple gates | 179 | 0.219
fa+ha+maj | 3 | 0.00823
mux | 46 | 0.118
==> where the power goes <==
| group | total [µW] | internal, µW | switching [µW] |
|---|---|---|---|
| clock | 187 | 84.6 | 103 |
| combinational | 166 | 67.3 | 98.7 |
| sequential | 305 | 296 | 9.09 |
| total | 658 | 448 | 211 |
Power is estimated from default activity; no workload was simulated.
